===== ./config.mk =====
export PLATFORM = sky130hd
export DESIGN_NAME = temp_sens
export DESIGN_NICKNAME = temp_sens
export VERILOG_FILES = /design/flow/design.v
export SDC_FILE = /design/flow/constraint.sdc
export NUM_CORES = 4
export LEC_CHECK = 1
export CORE_UTILIZATION = 40

===== ./run.sh =====
#!/bin/bash
# OpenROAD 26Q1-2900-gdf79404cd8, Yosys 0.63+post, stock flow scripts
make -C /OpenROAD-flow-scripts/flow DESIGN_CONFIG=/design/flow/config.mk WORK_HOME=/design/flow/orfs finish

===== ./design.v =====
module spi
(
input clk,
input start,
input MISO,
input CS,
input [7:0]D_outw,
output [7:0]D_i,
output reg MOSI,
output reg transfer_end
);
assign D_i=D;
reg [7:0]D;
reg [7:0]D_out;
always@(posedge clk)
begin
	if(CS==0)
	begin
		D[0]<=MISO;
		D[7:1]<=D[6:0];
	end
end
always@(negedge clk)
begin
if(start==1)
	begin
	D_out=D_outw;
	end
if(CS==0)
	begin
		MOSI<=D_out[7];
		D_out[7:1]<=D_out[6:0];
	end
end
always@(posedge CS, negedge clk)
begin
	if(CS==1)
	begin
	transfer_end<=1;
	end
	else begin
	if(clk==0)
	begin
	transfer_end<=0;
	end end
end
endmodule
module temp_sens
(
input clk,
input SET,		 
input RESET,	 
input MISO,		 
output MOSI,	 
output reg CS,		 
output SCK,		 
output reg [7:0]HEX0,	 
output reg [7:0]HEX1,	 
output [7:0]LED,			 
output LED8
);
reg [4:0]state_q=0;			 
reg [7:0]Dconf=8'h84, Dctrlm=8'hA3;	 
reg [7:0]ADconf=8'h75, 
			ADctrlm=8'h74, 
			ADdigm1=8'h88, 
			ADdigb1=8'h89, 
			ADdigm2=8'h8A,
			ADdigb2=8'h8B,
			ADdigm3=8'h8C,
			ADdigb3=8'h8D,
			ADtemp_msb=8'hFA,
			ADtemp_lsb=8'hFB, 
			ADtemp_xlsb=8'hFC;
wire [7:0]D_i;
reg [7:0]D_outw;
wire transfer_end;
reg [19:0]adc_temp;
reg [31:0]temp, var1, var2;
reg [31:0]digT1, digT2,digT3;	 
reg [31:0]temperature;
reg start;							 
reg [3:0]counter;					 
reg [3:0]com_ct=0;				 
reg [3:0]record_ct=0;
reg new_adc=0;
assign LED=D_outw;
assign LED8=MISO;
spi spi(						 
.clk(clk),
.start(start),
.MISO(MISO),
.MOSI(MOSI),
.CS(CS),
.D_outw(D_outw),
.D_i(D_i),
.transfer_end(transfer_end));
always@*	 
	begin
		case(com_ct)
			0:	D_outw=ADconf;	 
			1:	D_outw=Dconf;
			2:	D_outw=ADctrlm;
			3:	D_outw=Dctrlm;	
			4:	D_outw=ADdigm1;	 
			5:	D_outw=ADdigb1;
			6:	D_outw=ADdigm2;
			7:	D_outw=ADdigb2;
			8:	D_outw=ADdigm3;
			9:	D_outw=ADdigb3;
			10:D_outw=ADtemp_msb;	 
			11:D_outw=ADtemp_lsb;
			12:D_outw=ADtemp_xlsb;
			13:D_outw=0;
			14:D_outw=0;
			15:D_outw=0;
		endcase
	end
always@(posedge clk) 
	begin
	case(record_ct)
			1:	digT1[7:0]<=	D_i[7:0];	 
			2:	digT1[15:8]<=	D_i[7:0];
			3:	digT2[7:0]<=	D_i[7:0];
			4:	digT2[15:8]<=	D_i[7:0];
			5:	digT3[7:0]<=	D_i[7:0];
			6:	digT3[15:8]<=	D_i[7:0];
			7:	temp[19:16]<=	D_i[7:4];	 
			8:	temp[15:8]<=	D_i[7:0];			 
			9:	temp[7:0]<=		D_i[7:0];			 
		endcase
	end
	always@(posedge clk)
	begin
			if(SET==0)
				state_q<=1;
			else
			if(RESET==0)
				state_q<=0;
		case(state_q)
			0:	begin
					CS<=1;				 
					start<=0;
					com_ct<=0;
					record_ct<=0;		 
				end
			1:	begin
					counter<=7;			 
					state_q<=state_q+1;
				end
			2:	begin
					start<=1;
					state_q<=state_q+1;
				end
			3:	begin
					CS<=0;
					start<=0;
					counter<=counter-1;
					if(counter==0)
						state_q<=state_q+1;
					com_ct<=com_ct+1;
				end
			4:	begin
					CS<=1;
					if(com_ct==4)
						begin
							state_q<=state_q+1;
						end
					else
					state_q<=1;
				end
			5:	begin
					counter<=7;			 
					state_q<=state_q+1;
				end
			6:	begin
					start<=1;
					state_q<=state_q+1;
					record_ct<=0;
				end
			7:	begin
					CS<=0;
					start<=0;
					counter<=counter-1;
					if(counter==0)
						state_q<=state_q+1;
					com_ct<=com_ct+1;
				end
			8:	begin
					CS<=1;
					if(com_ct>5)
						record_ct<=com_ct-5;
					if(com_ct==10)
						begin
						state_q<=state_q+1;
						end
					else
					state_q<=5;
				end
			9:	begin
					state_q<=state_q+1;	 
					record_ct<=0;	
					counter<=7;
				end
			10:begin
					CS<=0;
					start<=0;
					counter<=counter-1;
					if(counter==0)
						state_q<=state_q+1;
					com_ct<=com_ct+1;
				end
			11:begin
					CS<=1;
					counter<=8;			
					state_q<=state_q+1;
					record_ct<=com_ct-5;
				end
			12:begin
					counter<=7;			 
					state_q<=state_q+1;
					record_ct<=0;
					com_ct<=10;
				end
			13:begin
					counter<=7;			 
					state_q<=state_q+1;
					record_ct<=0;
				end
			14:begin
					start<=1;
					state_q<=state_q+1;
				end
			15:begin
					CS<=0;
					start<=0;
					counter<=counter-1;
					if(counter==0)
						state_q<=state_q+1;
					com_ct<=com_ct+1;
				end
			16:begin
					CS<=1;
					counter<=7;
					if(com_ct<14)
						state_q<=state_q+1;
					if(com_ct>11)
						record_ct<=com_ct-5;
					if(com_ct==14&&new_adc==1)
						state_q<=12;
				end
			endcase
	end
reg [21:0]count=2499999;
wire clk_25;
assign clk_25=~(|count[21:0]);
always@(posedge clk)begin
		count<=count-1;
	if(clk_25==1)begin
		count<=2499999;
		new_adc<=1;
		end
	if(new_adc==1)
		new_adc<=0;
	end
always@(posedge clk)begin
if(new_adc==1)
	begin
	var1<=((((adc_temp>>3)-(digT1<<1)))*(digT2)) >> 11;
	var2<=((((adc_temp>>4-digT1)*(adc_temp>>4-digT1))>> 12)*digT3) >> 14;
	temp=var1 + var2;
	temperature=(temp*5+128)>>8;
	end
end
reg [3:0]modulo;
reg [3:0]total;
always@(posedge clk_25)
	begin
	modulo<=temperature%10;
	case(modulo)
	0:
		begin
			HEX0<=8'hC0;
		end
	1:
		begin
			HEX0<=8'hF9;
		end
	2:
		begin
			HEX0<=8'hA4;
		end
	3:
		begin
			HEX0<=8'hB0;
		end
	4:
		begin
			HEX0<=8'h99;
		end
	5:
		begin
			HEX0<=8'h92;
		end
	6:
		begin
			HEX0<=8'h82;
		end
	7:
		begin
			HEX0<=8'hF8;
		end
	8:
		begin
			HEX0<=8'h80;
		end
	9:
		begin
			HEX0<=8'h90;
		end
	endcase
	total<=temperature/10;
	case(total)
	0:
		begin
			HEX1<=8'hC0;
		end
	1:
		begin
			HEX1<=8'hF9;
		end
	2:
		begin
			HEX1<=8'hA4;
		end
	3:
		begin
			HEX1<=8'hB0;
		end
	4:
		begin
			HEX1<=8'h99;
		end
	5:
		begin
			HEX1<=8'h92;
		end
	6:
		begin
			HEX1<=8'h82;
		end
	7:
		begin
			HEX1<=8'hF8;
		end
	8:
		begin
			HEX1<=8'h80;
		end
	9:
		begin
			HEX1<=8'h90;
		end
	endcase
	end
endmodule

===== ./constraint.sdc =====
current_design temp_sens

set clk_period 8.3
set clk_io_pct 0.2

create_clock -name clk0 -period $clk_period [get_ports {clk}]

set non_clock_inputs [all_inputs -no_clocks]
set_input_delay [expr $clk_period * $clk_io_pct] -clock clk0 $non_clock_inputs
set_output_delay [expr $clk_period * $clk_io_pct] -clock clk0 [all_outputs]

==> results.yml <==
# yosys + openroad results
global_routing:
  grt_usage_pct: 15.05
  grt_max_degree: 17
  grt-ovfl-total: 0
  antenna_found_initial: 0
  grt_pass1_wl_um: 8921
  grt_pass1_vias: 1942
run_status:
  outcome: "completed"
setup_path:
  slowest_delay_ps: 440
  path_delay_family: "buffers and inverters"
  crit_path_start_kind: "flop"
  required_ps: 6640
  rrSetupSlack_ps: 2030
  cp.depth: 1
  crit_type: "flop to output port"
  crit_start: "spi.MOSI$_DFFE_NN_"
  regToRegStartpoint: "com_ct[0]$_SDFFCE_PN0P_"
  cp_max_fo: 1
  r2r_end: "spi.D_out[7]$_DFF_N_"
  critPathCaptureType: "output port"
  path_cells: "clkdlybuf4s50_1"
  critPathArrivalTime_ps: 5260
  slowest_stage: "clkdlybuf4s50_1"
  path_buffers: 1
  reg2reg_depth: 5
routing:
  dr.pass1.iters: 4
  wl_per_cell_um: 11.92
  wl_um: 5112
  n_antenna_cell: 0
  dr_total_vias: 2165
  antenna_left: 0
  drtIter0Drc: 137
  drc: 0
  via_per_inst: 5.047
cts:
  cts_buffers: 5
  h-tree-depth: 2
  cts-root-buf: "clkbuf_8"
  cts_tree: "built"
  cts_sinks: 47
  clock_path_buffers: 2
  post_cts_buffers: 0
  clkTransAtPathRegs_ps: 90
  clk_latency_ps: 360
  ctsResizeCount: 0
  ctsHoldBuffers: 0
floorplan:
  dieArea_um2: 7474
  core_um2: 6832
  fp.dieW_um: 86.45
  fp-row-count: 30
  die-height_um: 86.45
  core_util_floorplan_pct: 41.76
  ios: 32
logic_synthesis:
  syn_inst: 321
  top_area_share_pct: 25.26
  ys_warn_count: 71
  flop_cell: "dfxtp_1"
  top_area_cell: "dfxtp_1"
  edf_count: 11
  area_leaders: "dfxtp_1 25%, edfxtp_1 12%, ha_1 5.3%"
  common_cells: "36 x dfxtp_1, 30 x nor2_1, 28 x nand2_1, 19 x buf_4, 17 x inv_1"
  synth_dominant_cell_count: "dfxtp_1"
  avgSynthCellArea_um2: 8.887
  synth_cell_types: 64
  synth_seq_share_pct: 36.84
  synthesis.area_um2: 2853
  ys_cells: 321
  ys_chip_area_um2: 2853
  async_flop_share_pct: 0
  ys_ff: 47
min_path:
  hp-class: "flop to flop"
  whs_path_depth: 1
  worst_hold_path.endpoint: "count[0]$_SDFF_PP1_"
  holdCritStartpoint: "count[0]$_SDFF_PP1_"
layout:
  area_delta_synth_final_pct: 9.167
  drive_above_1_share_pct: 6.907
power:
  power_uw: 1051
  leakage_uw: 0.001292
  cellPowerDensity_nw_per_um2: 337.6
  ir_worst_vdd_uv: 84.73
placement:
  dp_hpwl_um: 3624
  finalWeightedCongestion: 0.8622
  port_buffers: 12
timing:
  rsz0062_at_grt: "no"
  setup_tns_ps: 0
  setup_viol: 0
  fin_skew_ps: 64.15
  slew_viol_final: 0
  slew_headroom_pct: 43.18
  hold_viol: 0
  worst_pin_slew_ps: 840.8
flow_run:
  warnings: 41
  drv_cap: 0
[sequential cells by signal (all words and copies together) (netlist names)]
register and flops:
CS 1, com_ct 4, count 22, counter 4
new_adc 1, spi.D_out 8, spi.MOSI 1, start 1
state_q 5
[cells in the final DEF (no fill, tap or decap), types with 5 or more instances in the layout]
master,n
dfxtp_1,36
nor2_1,30
nand2_1,28
inv_1,25
conb_1,17
nand3_1,15
o21ai_0,14
xor2_1,14
ha_1,12
clkdlybuf4s50_1,12
edfxtp_1,11
nor2b_1,9
a21oi_1,8
mux2i_1,8
xnor2_1,7
nor3_1,6
o211ai_1,5
clkbuf_8,5
[power by group]
group / total (uW) / switching [uW] / internal [uW]
combinational: 476 / 226 / 250
sequential: 386 / 69.8 / 316
clock: 189 / 90.8 / 98.5
total: 1050 / 387 / 665
[cell type report]
cell class / count / area (um^2)
Multi-Input combinational cell: 240 / 1602
Inverter: 16 / 60.06
Clock buffer: 6 / 93.84
Clock inverter: 11 / 60.06
Sequential cell: 47 / 1051
Timing Repair Buffer: 13 / 127.6
Tap cell: 96 / 120.1
Fill cell: 697 / 3717
[layer usage]
metal	part of all wire [%]	global-route usage, %	vias to the layer above
li1	-	-	1121
met1	50	23.68	999
met2	46	22.94	41
met3	3.7	2.995	4
met4	0.68	1.515	0
met5	0	0	-
[per-stage QoR]
stage	hold WS (ps)	cell area, um^2	instances	worst slack [ps]	util [%]
6_report	443.3	3114	429	1382	45.59
5_1_grt	463.1	3114	429	1312	45.59
4_1_cts	445.9	3114	429	1369	45.59
3_5_place_dp	418.0	2964	413	1746	43.39
3_3_place_gp	412.6	2964	413	1741	43.39
2_1_floorplan	392.9	2909	336	2191	-
[cell families after synthesis]
logic type,count (synthesis),share of synthesized area [%]
AOI/OAI and AO/OA,54,12.85
adders and majority gates,12,5.263
DFF,47,36.84
buffers and inverters,49,8.991
other,2,0.2633
muxes,13,5.175
xor gates and xnor gates,21,6.447
and+or+nand+nor,123,24.17
[worst max path at each step]
stage	endpoint	slack (ps)
finish	MOSI	1380
global route	MOSI	1310
CTS	MOSI	1370
Power figures rest on the tool's default switching activity, not on a simulated workload.
